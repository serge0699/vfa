==> /design/flow/design.v <==
module sum (
    input  logic       clk,
    input  logic [7:0] a,
    input  logic [7:0] b,
    output logic [7:0] c
);
    always_ff @( posedge clk) begin
        c <= a + b;
    end
endmodule
==> /design/flow/run.sh <==
#!/bin/bash
# OpenROAD 26Q1-2900-gdf79404cd8, Yosys 0.63+post, stock flow scripts
make -C /OpenROAD-flow-scripts/flow DESIGN_CONFIG=/design/flow/config.mk WORK_HOME=/design/flow/orfs finish
==> /design/flow/config.mk <==
export PLATFORM = sky130hd
export DESIGN_NAME = sum
export DESIGN_NICKNAME = sum
export VERILOG_FILES = /design/flow/design.v
export SDC_FILE = /design/flow/constraint.sdc
export NUM_CORES = 4
export LEC_CHECK = 1
export CORE_AREA = 10 10 70 70
export DIE_AREA = 0 0 80 80
==> /design/flow/constraint.sdc <==
current_design sum

set clk_period 4.6
set clk_io_pct 0.2

create_clock -name clk0 -period $clk_period [get_ports {clk}]

set non_clock_inputs [all_inputs -no_clocks]
set_input_delay [expr $clk_period * $clk_io_pct] -clock clk0 $non_clock_inputs
set_output_delay [expr $clk_period * $clk_io_pct] -clock clk0 [all_outputs]
==> results.toml <==
# implementation run metrics
[run_status]
status = "finished clean"

[detailed_routing]
drt_iter0_markers = 14
via_per_inst = 3.569
firstDrtPassIters = 2
num_vias = 439
wl_mm = 1.148
wire_per_inst_um = 9.333
drcViolationCount = 0
insertedDiodeCount = 0
ant_nets = 0

[synth]
ys_warn_count = 1
topCellsByArea = "dfxtp_1 33%, ha_1 18%, a21oi_1 5.1%"
yosys.area.top_type_share_pct = 32.57
synth_flops = 8
ys_area_um2 = 491.7
syn_area_um2 = 491.7
syn_inst = 50
avgSynthCellArea_um2 = 9.834
ys_seq_share_pct = 32.57
largest_area_cell = "dfxtp_1"
ys_cells = 50
synthDistinctLibCells = 24

[placed_design]
preCtsSetupSlack_ps = 1989
place_hpwl_mm = 1.068
numPortBuffers = 24
dpl_cell_area_um2 = 789.5
gp_congestion = 0.7365

[layout]
ff_latch_area_um2 = 160.2
layout-drive-gt1-share_pct = 5.195
lay_top_cells = "24 x clkdlybuf4s50_1, 8 x dfxtp_1, 7 x ha_1, 5 x inv_1, 5 x a21oi_1"
largestRegisters = "c (8)"
mostFrequentLayoutCell = "clkdlybuf4s50_1"
final_cell_area_um2 = 812.0
top_register = "c"
largest_register_ffs = 8
final_core_util_pct = 23.77
logic_area_um2 = 312.8
synthToLayoutAreaGrowth_pct = 65.14
fill_cells = 374

[timing]
fmax_ghz = 0.4209
setup_viol = 0
tns_ps = 0
hold_viol = 0
grt_setup_unrepaired = "false"
maxSlewHeadroom_pct = 72.75
period_needed_ps = 2376
finalWorstSetupSlack_ps = 2224
tightest_slew_ps = 406.4
finalCritPeriodShare_pct = 51.65
slew_violations = 0

[global_routing]
overflow = 0
grt_pass1_vias = 420
grt_start_max_net_pins = 7
antenna_found_initial = 0
grt_first_pass_wirelength_mm = 1.759
grtUsageTotal_pct = 3.331

[critical_path]
cp-end-kind = "flop"
startpoint = "b[0]"
path_max_fanout = 3
worstPathArrival_ps = 2480
critPathRequiredTime_ps = 4700
startpoint_type = "input pin"
critical_path_class = "in -> reg"

[pwr]
p_leak_uw = 0.0003229
ir_drop_v = 0.00005025
p_per_area_nw_per_um2 = 257.3
p_total_uw = 208.9

[run]
cap_violations = 0
warning_count = 25

[die]
die_w_um = 80
initial_core_util_pct = 14.40
die_area_um2 = 6400
die_h_um = 80
core_area_um2 = 3416
rows = 21
io_pins = 25

[hold_path]
hold_path_depth = 2
worstHoldStart = "b[0]"
hold_path_class = "in -> reg"
holdPathEnd = "c[0]"

[cts]
cts_resized = 0
path_clk_slew_ps = 50
cts-buffers-inserted = 3
cts-htree-levels = 1
cts_root_buf = "clkbuf_4"
cts_buffer_depth = 2
cts_tree = "done"
cts_sinks = 8
cts_setup_buffers = 0
cts_hold_buf = 0
==> report_power, final <==
| group | switching, uW | internal [uW] | leakage [uW] | total (uW) |
|---|---|---|---|---|
| registers | 2.73 | 82.2 | 0.0000675 | 85.0 |
| logic | 25.2 | 50.6 | 0.000242 | 75.8 |
| clock network | 18.7 | 29.5 | 0.0000138 | 48.2 |
==> routing by layer <==
layer	vias to the layer above	part of all wire, %	GRT usage (%)	wire [um]
met5	-	0	0	0
met4	0	1.3	0.7042	15
met3	3	17	2.386	200
met2	18	41	4.976	475
met1	177	40	3.786	457
li1	241	-	-	-
==> area by class of cell <==
class	instances	area share [%]
multi-input cells	37	38.52
clock buffers	3	2.773
inverters	5	2.311
well taps	46	7.088
flip-flops and latches	8	19.72
repair buffers	24	29.58
==> worst max path at each step <==
stage,slack (ps),to,cells after the start
final,2220,c[6],7
after CTS,2230,c[6],7
after global routing,2180,c[6],7
==> metrics by stage <==
| stage | cells | hold WS [ps] |
|---|---|---|
| after detailed placement | 120 | 1533 |
| after CTS | 123 | 1281 |
| after global routing | 123 | 1283 |
| after global placement | 120 | 1522 |
| after floorplan | 50 | 1040 |
| final | 123 | 1287 |
==> synthesized netlist by cell type <==
library cell  count
a211oi_1          1
a21o_1            1
a21oi_1           5
a221oi_1          1
dfxtp_1           8
fa_1              1
ha_1              7
inv_1             5
nand2_1           1
nand2b_1          1
nor2_1            1
nor2b_1           1
nor2b_4           1
nor3_1            1
nor3b_1           1
o211ai_1          3
o21a_1            1
o21ai_0           2
o2bb2ai_1         1
o311ai_0          1
o311ai_1          1
o31a_1            1
xnor2_1           2
xor2_1            2
==> worst max-delay path, cell delays in order <==
cell and delay [ps]:
clkdlybuf4s50_1 460, ha_1 200, inv_1 70, fa_1 430
nor2b_4 140, o31a_1 140, o311ai_1 100
==> cell families (layout without fill, tap and decap cells) <==
kind of cell    count (synthesis)  count (layout)  share of synthesized area [%]
fa+ha+maj                       8               8                          21.88
compound gates                 18              18                          25.19
xor+xnor                        4               4                          7.126
buf+inv                         5              32                          3.817
simple gates                    7               7                          9.414
flops                           8               8                          32.57
Power and IR drop assume default switching activity.
