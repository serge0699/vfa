$ cat flow/run.sh
#!/bin/bash
# OpenROAD 26Q1-2900-gdf79404cd8, Yosys 0.63+post, stock flow scripts
make -C /OpenROAD-flow-scripts/flow DESIGN_CONFIG=/design/flow/config.mk WORK_HOME=/design/flow/orfs finish
$ cat flow/config.mk
export PLATFORM = sky130hd
export DESIGN_NAME = fsm
export DESIGN_NICKNAME = fsm
export VERILOG_FILES = /design/flow/design.v
export SDC_FILE = /design/flow/constraint.sdc
export NUM_CORES = 4
export LEC_CHECK = 1
export CORE_AREA = 10 10 70 70
export DIE_AREA = 0 0 80 80
$ cat flow/constraint.sdc
current_design fsm

set clk_period 1.0
set clk_io_pct 0.2

create_clock -name clk0 -period $clk_period [get_ports {clk}]

set non_clock_inputs [all_inputs -no_clocks]
set_input_delay [expr $clk_period * $clk_io_pct] -clock clk0 $non_clock_inputs
set_output_delay [expr $clk_period * $clk_io_pct] -clock clk0 [all_outputs]
$ cat flow/design.v
module fsm (
    input  logic clk,
    input  logic resetn,
    input  logic req,
    input  logic we,
    input  logic ack,
    output logic idle,
    output logic read,
    output logic write
);
    typedef enum logic [1:0] {
        IDLE  = 2'b00,
        READ  = 2'b01,
        WRITE = 2'b10
    } state_e;
    state_e nextstate, state_ff;
    assign idle  = state_ff == IDLE;
    assign read  = state_ff == READ;
    assign write = 0;
    always_ff @(posedge clk) begin
        if(!resetn) state_ff <= IDLE;
        else state_ff <= nextstate;
    end
    always_comb begin
        case(state_ff)
            IDLE: begin
                if( req ) nextstate = we ? WRITE : READ;
                else nextstate = IDLE;
            end
            READ: begin
                nextstate = ack ? IDLE : READ;
            end
            WRITE: begin
                nextstate = ack ? IDLE : WRITE;
            end
            default: nextstate = IDLE;
        endcase
    end
endmodule
==> notes.org <==
* Flow results

** Status
- The flow ran to the end, and the final reports show no timing, DRC or antenna violations.

** Logic synthesis
- Area fraction of the dominant cell type after synthesis :: 48.0%
- Cell type with the largest total area after synthesis :: sky130_fd_sc_hd__dfxtp_1
- Post-Syn Instances :: 14
- Number of synthesized flops with an enable pin :: 0
- Number of cells in the yosys synthesis report :: 14
- Number of library cell types mapped by synthesis :: 10
- Ranking of synthesized cells by instance count :: 3 x sky130_fd_sc_hd__dfxtp_1, 2 x sky130_fd_sc_hd__nand2_1, 2 x sky130_fd_sc_hd__nand3b_1
- Counting the warning lines in the Yosys log gives 1.
- Post-synthesis, Yosys gives the total cell area as 125 sq um.
- Mean instance size in the synthesized netlist :: 8.94 sq um
- Flip-flop and latch count after synthesis :: 3
- Per the synth stats, the proportion of register bits with asynchronous set or reset is 0%.
- Among all flip-flop cells after synthesis, the most frequent one is sky130_fd_sc_hd__dfxtp_1.
- Looking at the gate-level netlist, the highest instance count belongs to sky130_fd_sc_hd__dfxtp_1.
- After synthesis, flip-flops and latches occupy 48.0% of the total area.
- Area of the mapped netlist :: 125 sq um
- Sorting the synthesized cells by area gives the leading types as sky130_fd_sc_hd__dfxtp_1 48%, sky130_fd_sc_hd__nand3b_1 12%, sky130_fd_sc_hd__nand4b_1 7.0%, sky130_fd_sc_hd__buf_4 6.0%, sky130_fd_sc_hd__nand2_1 6.0%.

** Floorplan
- According to the floorplan report, the placeable core area is 3420 sq um.
- Io pins :: 8
- The floorplan step set the die height to 80 microns.
- In this run the core area contains 21 standard-cell rows.
- The horizontal die dimension reported for this design is 80 microns.
- Floorplan Utilization :: 3.66%
- Per the OpenROAD floorplan log, the area of the die is 6400 sq um.

** Worst setup path
- The worst setup path is launched from a flip-flop.
- Critical-path maximum fanout :: 2
- STA reports a reg2reg setup slack of 210 ps.
- The critical path is of the flip-flop to primary output type.
- The worst setup path is captured at a primary output.
- In this design, the largest share of critical-path delay is due to flip-flops.
- CP max stage cell :: sky130_fd_sc_hd__dfxtp_2
- Buffers plus inverters on the worst setup path :: 1
- Critical path cell sequence :: clkdlybuf4s15_1
- Arrival time of the worst setup path :: 710 ps
- Required time at the worst-slack endpoint :: 800 ps
- Longest individual stage delay on the worst path :: 320 ps

** Clocking
- In this run the deepest clock path goes through 2 buffers.
- Max H-tree Level :: 1
- TritonCTS created 3 clock buffers.
- Buffers added to address setup during post-CTS repair amount to 0.
- As reported, the later end of the worst-skew pair has a clock insertion delay of 230 ps.
- In this run the clock root is driven by a sky130_fd_sc_hd__clkbuf_4.
- TritonCTS built the clock tree.
- The clock drives 3 sinks.
- In the CTS report, the clock slew at the register clock pins of the worst setup and hold paths is listed as 40 ps.

** Job
- MaxCap Viol Count :: 0
- The logs give a warning total of 25.

** Global route
- Recorded from the global router log, the overflow total was 0.
- Met1 track utilization from global routing :: 1.06%
- Initial antenna violation count :: 0
- The number of global-route vias before repair came to 155.
- Maximum number of pins on one net before global-route repair :: 6
- GRT busiest layer :: met2
- Global routing met2 resource utilization :: 1.93%
- Overall routing resource usage recorded by global route was 1.34%.
- Global-route wire length before repair :: 621 microns
- Met3 Use GR :: 1.70%

** STA
- Count of endpoints failing setup in the final report :: 0
- Hold-check failures listed in the final report amount to 0.
- Minimum clock period :: 914 ps
- Worst clock skew :: 1.35 ps
- Ratio of final minimum period to clock period :: 91.4%
- The highest clock rate this design can be run at is 1090 MHz.
- Slew Limit Fails :: 0
- Setup repair after global routing left no endpoint under its margin.

** Routing
- After detailed routing, the number of remaining DRC violations is 0.
- In this run the remaining antenna-violating nets after routing total 0.
- Vias after detailed routing :: 138
- Number of iterations in the first detailed-routing pass :: 2
- Once iteration 0 of detailed routing completed, the report listed 16 DRC markers.
- Antenna Diode Count :: 0
- Wires add up to 427 microns.
- Via-per-instance ratio :: 1.94
- Routed len/inst :: 6.01 microns

** Power
- Per the OpenROAD power report, leakage power amounts to 0.000101 uW.
- Power density over the cells :: 1410 nW/um^2
- Across the VDD grid, the largest voltage drop is 0.218 mV.
- Overall power consumption after layout is estimated at 394 uW.

** Place
- Final weighted congestion in routability-driven placement :: 0.548
- During placement, the flow inserted port buffers numbering 6.

** Finish
- Fraction of layout cells with a size suffix above 1 :: 28.0%
- Register containing the most flip-flops in the final layout :: state_ff
- Area added between synthesis and finish :: 123%
- Cells fill 8.17% of the core in the end.
- The register with the most flip-flops in the layout has 3 of them.
- Largest registers ranked by flip-flop count :: state_ff (3)

** Hold path
- The worst hold path belongs to the class flip-flop to flip-flop.
-- routing by layer --
metal | vias up | wire length (microns)
met5 | - | 0
met4 | 0 | 0
met3 | 0 | 57
met2 | 4 | 207
met1 | 66 | 163
li1 | 68 | -
-- final timing paths --
| kind | start | endpoint | depth (start not counted) |
|---|---|---|---|
| max | state_ff[0]$_DFF_P_ | idle | 1 |
| min | state_ff[1]$_DFF_P_ | state_ff[1]$_DFF_P_ | 2 |
| max reg2reg | state_ff[2]$_DFF_P_ | state_ff[0]$_DFF_P_ | 3 |
| min reg2reg | state_ff[1]$_DFF_P_ | state_ff[1]$_DFF_P_ | 2 |
-- area by class of cell --
class	count	area [sq um]
repair buffers	8	75.1
clock buffers	4	26.3
fillers	405	3140
well taps	46	57.6
multi-input cells	10	57.6
flip-flops and latches	3	62.6
-- through the flow --
stage | instance area [sq um] | cells | setup TNS (ps) | worst slack, ps | hold slack, ps
floorplan | 125 | 14 | 0 | 377 | 272
global placement | 250 | 67 | 0 | 0.510 | 457
detailed placement | 250 | 67 | -17.3 | -17.3 | 463
CTS | 277 | 71 | 0 | 11.0 | 470
global route | 279 | 71 | 0 | 47.6 | 481
finish | 279 | 71 | 0 | 86.2 | 470
-- repair_timing --
action                                  CTS  global route
gates resized                             4             2
gates cloned                              0             0
hold buffers                              0             0
endpoints found under the setup margin    2             2
-- power breakdown --
group | switching, uW | total (uW) | internal [uW] | leakage (uW)
Clock | 62.0 | 212 | 150 | 0.0000150
Sequential | 4.08 | 134 | 130 | 0.0000250
Combinational | 15.1 | 48.5 | 33.3 | 0.0000613
-- cell usage in the layout, fill, tap and decap left out --
cell type	instances
sky130_fd_sc_hd__nand2b_1	1
sky130_fd_sc_hd__clkbuf_4	3
sky130_fd_sc_hd__o21ai_0	1
sky130_fd_sc_hd__nand4b_1	1
sky130_fd_sc_hd__nand3_1	1
sky130_fd_sc_hd__clkdlybuf4s15_1	2
sky130_fd_sc_hd__conb_1	1
sky130_fd_sc_hd__clkdlybuf4s50_1	4
sky130_fd_sc_hd__buf_4	2
sky130_fd_sc_hd__dfxtp_2	2
sky130_fd_sc_hd__clkbuf_1	1
sky130_fd_sc_hd__dfxtp_1	1
sky130_fd_sc_hd__nand2_1	2
sky130_fd_sc_hd__nand4_1	1
sky130_fd_sc_hd__nand3b_1	2
-- cells by family after synthesis --
kind of cell | Yosys count | synth area share [%]
simple gates | 8 | 39.0
compound gates | 1 | 4.00
other cells | 1 | 3.00
flops | 3 | 48.0
buf+inv | 1 | 6.00
Power is estimated from default activity; no workload was simulated.
